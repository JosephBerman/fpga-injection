--- design/flow/config.mk ---
export PLATFORM = sky130hd
export DESIGN_NAME = CheckSum
export DESIGN_NICKNAME = CheckSum
export VERILOG_FILES = /design/flow/design.v
export SDC_FILE = /design/flow/constraint.sdc
export NUM_CORES = 4
export LEC_CHECK = 1
export CORE_AREA = 10 10 70 70
export DIE_AREA = 0 0 80 80
--- design/flow/constraint.sdc ---
current_design CheckSum

set clk_period 1.0
set clk_io_pct 0.2

create_clock -name clk0 -period $clk_period

set non_clock_inputs [all_inputs -no_clocks]
set_input_delay [expr $clk_period * $clk_io_pct] -clock clk0 $non_clock_inputs
set_output_delay [expr $clk_period * $clk_io_pct] -clock clk0 [all_outputs]
--- design/flow/design.v ---
`timescale 1ns / 1ps
module CheckSum(
    input [23:0] shift_reg,
    input [7:0] inject_data,
    output reg [7:0]checksum
    );
    always @* begin
        checksum = 8'b0;
        checksum = checksum ^ shift_reg[7:0];
        checksum = checksum ^ shift_reg[15:8];
        checksum = checksum ^ shift_reg[23:16];
        checksum = checksum ^ inject_data;
    end
endmodule
--- design/flow/run.sh ---
#!/bin/bash
# OpenROAD 26Q1-2900-gdf79404cd8, Yosys 0.63+post, stock flow scripts
make -C /OpenROAD-flow-scripts/flow DESIGN_CONFIG=/design/flow/config.mk WORK_HOME=/design/flow/orfs finish
==> results.sh <==
# physical design summary
export IMPL_cap_viol_max_count=0
export IMPL_p_leak_nw=0.265
export IMPL_flop_area_um2=0
export IMPL_syn_inst=24
export IMPL_syn_area_um2=210
export IMPL_drt_antenna_violating_nets=0
export IMPL_finalHoldViolCount=0
export IMPL_synth_cell_types=2
export IMPL_dp_hpwl_um=883
export IMPL_top_area_cell="xnor2_1"
export IMPL_finalWorstSetupSlack_ns=0.0238
export IMPL_flops=0
export IMPL_run_status="finished, final reports clean"
export IMPL_yosys_area_um2=210
export IMPL_utilization=0.158
export IMPL_cp_arrival_ns=0.78
export IMPL_core_um2=3420
export IMPL_first_pass_iters=2
export IMPL_tightest_slew_ns=0.164
export IMPL_pre_cts_slack_ns=-0.687
export IMPL_vias=296
export IMPL_via_per_inst=2.69
export IMPL_final_setup_viol_count=0
export IMPL_seq_power_share=0
export IMPL_p_comb_frac=1.000
export IMPL_routed_wl_um=944
export IMPL_grt_antenna_before_repair=0
export IMPL_wire_per_inst_um=8.58
export IMPL_critPathKind="in2out"
export IMPL_synth_seq_share=0
export IMPL_n_clock_buffer=0
export IMPL_holdWs_ns=0.751
export IMPL_grt_pass1_vias=335
export IMPL_diodes=0
export IMPL_slowest_stage="clkdlybuf4s15_2"
export IMPL_min_path_cells=4
export IMPL_lay_top_count="buf_2"
export IMPL_min_to="checksum[2]"
export IMPL_total_power_uw=267
export IMPL_drt_iter0_markers=1
export IMPL_warnings=33
export IMPL_critPathMaxStageDelay_ns=0.19
export IMPL_area_leaders="xnor2_1, xor2_1"
export IMPL_cp_depth=4
export IMPL_hp_class="in2out"
export IMPL_slew_violations=0
export IMPL_rsz0062_at_grt="yes"
export IMPL_fp_util=0.0615
export IMPL_avgSynthCellArea_um2=8.76
export IMPL_setup_worst_path_end_class="primary output"
export IMPL_path_buffers=2
export IMPL_vdd_drop_max_v=0.0000869
export IMPL_place_gp_congestion=0.789
export IMPL_post_cts_buffers=0
export IMPL_chip_area_um2=6400
export IMPL_cpLargestDelayFamily="buffers and inverters"
export IMPL_io_buffers=40
export IMPL_die_x_um=80
export IMPL_slew_headroom=0.890
export IMPL_cts_hold_buf=0
export IMPL_ys_warn_count=1
export IMPL_rows=21
export IMPL_crit_fanout=1
export IMPL_timing_fmax_ghz=1.02
export IMPL_grt_first_pass_wirelength_um=1440
export IMPL_route_detailed_drc=0
export IMPL_clockPowerShare=0
export IMPL_p_per_area_nw_per_um2=497
export IMPL_holdCritStartpoint="shift_reg[2]"
export IMPL_switching_share=0.329
export IMPL_required_ns=0.80
export IMPL_globalRouteOverflowTotal=0
export IMPL_top_area_frac=0.667
export IMPL_ys_cells=24
export IMPL_pin_count=40
export IMPL_syn_to_final_growth_pct=156
export IMPL_grt_util_all_layers=0.0261
export IMPL_final_period_utilization=0.976
export IMPL_drive_gt1_frac=0.719
export IMPL_setup_tns_ns=0
export IMPL_critPathLaunchType="input pin"
export IMPL_p_sw_uw=87.9
export IMPL_cp_cell_sequence="clkdlybuf4s15_2 -> xnor2_2 -> xnor2_1 -> buf_2"
export IMPL_lay_top_cells="buf_2, clkbuf_2, xnor2_1"
export IMPL_die_y_um=80
export IMPL_p_int_uw=179
export IMPL_period_needed_ns=0.976
export IMPL_grt_max_degree=2
[per-layer routing]
layer / global-route usage / routed length [um] / up-vias
li1: - / - / 151
met3: 0.0227 / 191 / 0
met5: 0 / 0 / -
met1: 0.0277 / 359 / 120
met2: 0.0409 / 393 / 25
met4: 0 / 0 / 0
[per-stage QoR]
stage / std cells / instance area [um2]
final: 110 / 538
after global routing: 110 / 538
after floorplan: 24 / 210
after CTS: 110 / 587
after global placement: 110 / 668
after detailed placement: 110 / 668
[synth_stat cells]
cell / n
xnor2_1: 16
xor2_1: 8
[power by group through the flow]
stage     sequential, mW  combinational (mW)  clock, mW
6_report               0               0.267          0
5_1_grt                0               0.297          0
4_1_cts                0               0.278          0
[cell families after synthesis]
logic type,Yosys count,synth area share
XOR/XNOR,24,1.00
[final cells by class]
| cell class | instances | area (um2) |
|---|---|---|
| multi-input combinational | 24 | 263 |
| fill | 410 | 2880 |
| tap | 46 | 57.6 |
| timing repair buffer | 40 | 218 |
[timing repair]
action	in CTS	in global routing
setup endpoints to repair	8	8
pin swaps	24	16
gates cloned	0	0
resized	115	19
[worst max path at each step]
stage                  from     endpoint
CTS           shift_reg[21]  checksum[5]
global route  shift_reg[21]  checksum[5]
finish        shift_reg[13]  checksum[5]
